## flow/config.mk

```make
export PLATFORM = sky130hd
export DESIGN_NAME = weather_classification_system
export DESIGN_NICKNAME = weather_classification_system
export VERILOG_FILES = /design/flow/design.v
export SDC_FILE = /design/flow/constraint.sdc
export NUM_CORES = 4
export LEC_CHECK = 1
export CORE_UTILIZATION = 30
```

## flow/constraint.sdc

```tcl
current_design weather_classification_system

set clk_period 6.1
set clk_io_pct 0.2

create_clock -name clk0 -period $clk_period [get_ports {clk}]

set non_clock_inputs [all_inputs -no_clocks]
set_input_delay [expr $clk_period * $clk_io_pct] -clock clk0 $non_clock_inputs
set_output_delay [expr $clk_period * $clk_io_pct] -clock clk0 [all_outputs]
```

## flow/design.v

```verilog
`timescale 1ns / 1ps
module dht11_reader (
    input  wire        clk,          
    input  wire        rst,          
    input  wire [39:0] dht_frame,    
    output reg  [7:0]  hum_int,      
    output reg  [7:0]  hum_dec,      
    output reg  [7:0]  temp_int,     
    output reg  [7:0]  temp_dec,     
    output reg         valid         
);
    reg [7:0] checksum;
    reg [7:0] sum;
    always @(posedge clk or posedge rst) begin
        if (rst) begin
            hum_int   <= 8'd0;
            hum_dec   <= 8'd0;
            temp_int  <= 8'd0;
            temp_dec  <= 8'd0;
            checksum  <= 8'd0;
            valid     <= 1'b0;
        end 
        else begin
            hum_int   <= dht_frame[39:32];
            hum_dec   <= dht_frame[31:24];
            temp_int  <= dht_frame[23:16];
            temp_dec  <= dht_frame[15:8];
            checksum  <= dht_frame[7:0];
            sum       <= dht_frame[39:32] + dht_frame[31:24] +
                         dht_frame[23:16] + dht_frame[15:8];
            valid     <= (dht_frame[7:0] == 
                         (dht_frame[39:32] + dht_frame[31:24] +
                          dht_frame[23:16] + dht_frame[15:8]));
        end
    end
endmodule
`timescale 1ns / 1ps
module weather_classification_system (
    input  wire        clk,
    input  wire        rst,
    input  wire [39:0] dht_frame,     
    output wire [7:0]  hum_int,
    output wire [7:0]  hum_dec,
    output wire [7:0]  temp_int,
    output wire [7:0]  temp_dec,
    output wire valid,
    output wire [2:0]  class_out
);
    wire [7:0] hum_int_w;
    wire [7:0] hum_dec_w;
    wire [7:0] temp_int_w;
    wire [7:0] temp_dec_w;
    wire       valid_w;
    dht11_reader u_reader (
        .clk       (clk),
        .rst       (rst),
        .dht_frame (dht_frame),
        .hum_int   (hum_int_w),
        .hum_dec   (hum_dec_w),
        .temp_int  (temp_int_w),
        .temp_dec  (temp_dec_w),
        .valid     (valid_w)
    );
    wire [15:0] humidity_scaled;
    wire [15:0] temp_scaled;
    assign humidity_scaled = (hum_int_w * 100) + hum_dec_w;
    assign temp_scaled     = (temp_int_w * 100) + temp_dec_w;
    weather_classifier u_classifier (
        .clk      (clk),
        .rst      (rst),
        .humidity (humidity_scaled),
        .temp     (temp_scaled),
        .class_out(class_out)
    );
    assign hum_int  = hum_int_w;
    assign hum_dec  = hum_dec_w;
    assign temp_int = temp_int_w;
    assign temp_dec = temp_dec_w;
    assign valid    = valid_w;
endmodule
`timescale 1ns / 1ps
module weather_classifier (
    input  wire        clk,
    input  wire        rst,
    input  wire [15:0] humidity,  
    input  wire [15:0] temp,      
    output reg  [2:0]  class_out
);
    always @(posedge clk or posedge rst) begin
        if (rst) begin
            class_out <= 3'dx;  
        end else begin
            if (humidity <= 7785) begin
                if (humidity <= 5125) begin
                    if (humidity <= 4060) begin
                        if (humidity <= 3270) begin
                            if (humidity <= 3155) class_out <= 3'd0;  
                            else             class_out <= 3'd3;  
                        end else begin
                            if (humidity <= 3885) class_out <= 3'd0;  
                            else             class_out <= 3'd0;  
                        end
                    end else begin
                        if (temp <= 2445) class_out <= 3'd0;  
                        else begin
                            if (temp <= 3075) class_out <= 3'd3;  
                            else           class_out <= 3'd3;  
                        end
                    end
                end else begin
                    if (humidity <= 7255) begin
                        if (humidity <= 6045) begin
                            if (temp <= 2465) class_out <= 3'd3;  
                            else           class_out <= 3'd3;  
                        end else begin
                            if (temp <= 2585) class_out <= 3'd3;  
                            else           class_out <= 3'd3;  
                        end
                    end else begin
                        if (temp <= 2725) begin
                            if (humidity <= 7495) class_out <= 3'd3;  
                            else             class_out <= 3'd3;  
                        end else begin
                            if (humidity <= 7475) class_out <= 3'd3;  
                            else             class_out <= 3'd3;  
                        end
                    end
                end
            end else begin
                if (humidity <= 8075) begin
                    if (temp <= 2645) begin
                        if (humidity <= 7895) begin
                            if (humidity <= 7855) class_out <= 3'd3;  
                            else             class_out <= 3'd2;  
                        end else begin
                            if (humidity <= 8025) class_out <= 3'd3;  
                            else             class_out <= 3'd2;  
                        end
                    end else begin
                        if (temp <= 2695) begin
                            if (temp <= 2685) class_out <= 3'd2;  
                            else           class_out <= 3'd2;  
                        end else begin
                            if (humidity <= 7805) class_out <= 3'd3;  
                            else             class_out <= 3'd2;  
                        end
                    end
                end else begin
                    if (humidity <= 8875) begin
                        if (humidity <= 8515) begin
                            if (temp <= 2760) class_out <= 3'd2;  
                            else           class_out <= 3'd3;  
                        end else begin
                            if (temp <= 2320) class_out <= 3'd1;  
                            else           class_out <= 3'd2;  
                        end
                    end else begin
                        if (humidity <= 9215) begin
                            if (temp <= 2435) class_out <= 3'd2;  
                            else           class_out <= 3'd1;  
                        end else begin
                            if (humidity <= 9395) class_out <= 3'd1;  
                            else             class_out <= 3'd1;  
                        end
                    end
                end
            end
        end
    end
endmodule
```

## flow/run.sh

```bash
#!/bin/bash
# OpenROAD 26Q1-2900-gdf79404cd8, Yosys 0.63+post, stock flow scripts
make -C /OpenROAD-flow-scripts/flow DESIGN_CONFIG=/design/flow/config.mk WORK_HOME=/design/flow/orfs finish
```

==> impl_metrics.csv <==
group,metric,value,unit
status,status,"completed",
setup_path,worstRegToRegCells,15,
synth,synth.cell_area,0.00461,mm^2
route,first_pass_iters,4,
clocking,clk_pin_slew,60,ps
job,maxCapViolCount,0,
global_route,globalRouteTotalUtil,15.9,%
clocking,numClockSinks,35,
route,wl_met3,422,um
final_timing,worstMarginPinSlew,695,ps
placed_design,gp_congestion,0.927,
clocking,tritoncts,"yes",
synth,async_reset_ff_share,100,%
synth,ys.flop_type,"dfrtp_1",
floorplanning,num_rows,44,
final_layout,stdcell_area,0.00572,mm^2
global_route,grt_pass1_wl,19900,um
synth,ys_cells,498,
worst_hold_path,min_path_type,"flip-flop to flip-flop",
final_timing,slew_violations,0,
route,vias_per_cell,5.28,
final_timing,finalCriticalPeriod,4440,ps
final_layout,lay_top_count,"ha_1",
synth,ys_chip_area,0.00461,mm^2
setup_path,worstPathArrival,4610,ps
setup_path,crit_top_cell,"ha_1",
setup_path,end_kind,"flip-flop",
setup_path,cp-start-kind,"flip-flop",
global_route,grt-ovfl-total,0,
synth,avgSynthCellArea,9.27,um^2
worst_hold_path,hold_end,"u_classifier.class_out[1]$_DFF_PP0_",
final_timing,skew,7.08,ps
clocking,postCtsResizedCells,0,
setup_path,criticalPathCategory,"flip-flop to flip-flop",
route,n_antenna_cell,0,
route,met2WireLength,5410,um
synth,syn-instance-count,498,
power,power.leakage,2.47,nW
final_timing,finalClockPeriodUsage,72.8,%
final_timing,whs,1030,ps
floorplanning,die_height,126,um
route,wl,11900,um
setup_path,cp_max_fo,6,
worst_hold_path,holdPathStages,5,
floorplanning,dieArea,0.0159,mm^2
job,warnings,27,
synth,ys_types,72,
floorplanning,io_pins,78,
route,top_layer,"met4",
floorplanning,fp_util,31.3,%
synth,ys_seq_elements,35,
power,p_per_area,279,mW/mm^2
power,ir_drop,0.000163,V
route,drt_iter0_markers,154,
placed_design,placed_area,0.00558,mm^2
clocking,cts_buffers,5,
setup_path,cp_cell_sequence,"ha_1, ha_1, inv_1, fa_1, inv_1, ha_1, and3_1, o21a_1, or4_4, nor3_1, o31ai_1, o41ai_1, o2111ai_1, a31o_1, a22o_1",
setup_path,max_stage_delay,590,ps
final_timing,final-setup-viol-count,0,
setup_path,slowest_stage,"or4_4",
clocking,holdBufCountCts,0,
clocking,clock_latency,280,ps
setup_path,critPathRequiredTime,6270,ps
global_route,grt_max_degree,36,
final_layout,lay_top_cells,"ha_1, clkdlybuf4s50_1, nor2_1",
clocking,cts_buffer_depth,2,
route,drc,0,
final_timing,hold_viol,0,
route,met1_length,5960,um
global_route,grt_antenna_before_repair,0,
final_timing,fmaxAchievable,225,MHz
route,wl_per_cell,15.7,um
route,drtAntennaViolNets,0,
setup_path,reg2reg_from,"u_reader.temp_int[4]$_DFF_PP0_",
floorplanning,coreArea,0.0148,mm^2
clocking,htreeDepth,2,
final_layout,fill_cells,1420,
setup_path,r2r_slack,1660,ps
worst_hold_path,hold_start,"u_reader.hum_dec[0]$_DFF_PP0_",
setup_path,reg2reg_to,"u_classifier.class_out[0]$_DFF_PP0_",
placed_design,port_buffers,76,
floorplanning,die_width,126,um
synth,synth_seq_share,19.0,%
final_timing,rsz0062_at_grt,"false",
synth,edf_count,0,
clocking,cts_root_buf,"clkbuf_16",
final_layout,final_layout_size_suffix_gt1_share,4.88,%
global_route,grt_pass1_vias,3946,
route,via_count,4003,
placed_design,dpl.hpwl,10300,um
final_timing,relSlewSlack,53.3,%
synth,yosys_warnings,2,
final_layout,syn_to_final_growth,23.9,%
clocking,postCtsSetupBuffers,0,
final_timing,fin_tns_setup,0,ps
-- state kept, by name, summed over array words and instances (netlist names) --
| signal | count |
|---|---|
| u_reader.temp_dec | 8 |
| u_reader.hum_int | 8 |
| u_classifier.class_out | 2 |
| u_reader.valid | 1 |
| u_reader.temp_int | 8 |
| u_reader.hum_dec | 8 |
-- cell families (layout without fill, tap and decap cells) --
group                    count (synthesis)  in the layout  share of synthesized area, %
XOR/XNOR                                37             37                          7.19
other                                    1              1                        0.0813
AND/OR/NAND/NOR                        151            151                          17.1
adder cells (fa/ha/maj)                 99             99                          30.4
flip-flops                              35             35                          19.0
AND-OR/OR-AND                          142            142                          22.9
buffers and inverters                   30            106                          2.60
multiplexers                             3              3                         0.759
-- worst max-delay path by stage --
stage	startpoint	to	slack [ps]	depth (start not counted)
global route	u_reader.temp_int[2]$_DFF_PP0_	u_classifier.class_out[0]$_DFF_PP0_	1270	13
CTS	u_reader.temp_int[2]$_DFF_PP0_	u_classifier.class_out[0]$_DFF_PP0_	1610	13
finish	u_reader.temp_int[4]$_DFF_PP0_	u_classifier.class_out[0]$_DFF_PP0_	1660	15
-- where the power goes --
part | total [mW] | internal, mW | switching [mW]
Clock | 0.248 | 0.159 | 0.0889
Combinational | 1.08 | 0.476 | 0.603
Sequential | 0.269 | 0.251 | 0.0185
Total | 1.60 | 0.886 | 0.711
-- layer usage --
metal | up-vias | global-route usage, %
met3 | 9 | 1.95
met2 | 78 | 25.5
met4 | 0 | 1.56
li1 | 2049 | -
met5 | - | 0
met1 | 1867 | 24.2
-- worst max-delay path, delay by kind of cell, from the launching register on --
kind,cells,cell delay [ps]
adder cells (fa/ha/maj),4,1430
AND-OR/OR-AND,6,1380
AND/OR/NAND/NOR,3,1000
flip-flops,1,430
buffers and inverters,2,90
-- Yosys cell counts (9+ instances only) --
cell	count	area [um^2]
nor3_1	15	75.1
a21oi_1	21	105
xor2_1	10	87.6
a21o_1	13	97.6
dfrtp_1	35	876
inv_1	22	82.6
ha_1	77	963
nor2_1	43	161
nand3_1	10	50.1
a211oi_1	9	67.6
o21a_1	13	97.6
nor4_1	9	56.3
o21ai_0	18	90.1
nand4_1	9	56.3
fa_1	22	440
xnor2_1	26	228
nand2_1	22	82.6
-- per-stage QoR --
stage               total power, mW  cells  setup slack [ps]  utilization, %
finish                         1.60    758              1660            38.8
detailed placement             1.35    751              1620            37.8
floorplan                      1.08    498              1990               -
global placement               1.34    751              1620            37.8
global route                   1.75    758              1270            38.8
CTS                            1.61    758              1610            38.8
-- final cells by class --
type | instances | area [um^2] | share of cell area, %
clock buffers | 6 | 139 | 2.43
clock inverters | 1 | 5.00 | 0.0875
inverters | 22 | 82.6 | 1.44
multi-input cells | 433 | 3620 | 63.3
flip-flops and latches | 35 | 876 | 15.3
well taps | 184 | 230 | 4.03
repair buffers | 77 | 768 | 13.4
Power and IR drop assume default switching activity.
